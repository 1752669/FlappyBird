===== ./constraint.sdc =====
current_design sdControl

set clk_period 20.4
set clk_io_pct 0.2

create_clock -name clk0 -period $clk_period [get_ports {clock}]

set non_clock_inputs [all_inputs -no_clocks]
set_input_delay [expr $clk_period * $clk_io_pct] -clock clk0 $non_clock_inputs
set_output_delay [expr $clk_period * $clk_io_pct] -clock clk0 [all_outputs]

===== ./config.mk =====
export PLATFORM = sky130hd
export DESIGN_NAME = sdControl
export DESIGN_NICKNAME = sdControl
export VERILOG_FILES = /design/flow/design.v
export SDC_FILE = /design/flow/constraint.sdc
export NUM_CORES = 4
export LEC_CHECK = 1
export CORE_UTILIZATION = 50

===== ./run.sh =====
#!/bin/bash
# OpenROAD 26Q1-2900-gdf79404cd8, Yosys 0.63+post, stock flow scripts
make -C /OpenROAD-flow-scripts/flow DESIGN_CONFIG=/design/flow/config.mk WORK_HOME=/design/flow/orfs finish

===== ./design.v =====
`timescale 1ns / 1ps
module SD_init(
    input rst_n, 
    input SD_clk, 
    output reg SD_cs, 
    output reg SD_datain, 
    input SD_dataout,
    output reg [47:0] rx,  
    output reg init_o, 
    output reg [3:0] state
    );  
reg [47:0] CMD;
reg [47:0] CMD0={8'h40,8'h00,8'h00,8'h00,8'h00,8'h95};   
reg [47:0] CMD8={8'h48,8'h00,8'h00,8'h01,8'haa,8'h87};  
reg [47:0] CMD55={8'h77,8'h00,8'h00,8'h00,8'h00,8'hff};   
reg [47:0] ACMD41={8'h69,8'h40,8'h00,8'h00,8'h00,8'hff}; 
reg [9:0] counter=10'd0; 
reg reset=1'b1; 
parameter idle=4'b0000;             
parameter send_cmd0=4'b0001;      
parameter wait_01=4'b0010;           
parameter waitb=4'b0011;             
parameter send_cmd8=4'b0100;      
parameter waita=4'b0101;           
parameter send_cmd55=4'b0110;       
parameter send_acmd41=4'b0111;       
parameter init_done=4'b1000;        
parameter init_fail=4'b1001;        
reg [9:0] cnt; 
reg [5:0]aa; 
reg rx_valid; 
reg en; 
always @(posedge SD_clk) 
begin 
    rx [47:1] = rx [46:0];
    rx[0] = SD_dataout;    
end
always @(posedge SD_clk) 
begin 
    if (!SD_dataout && !en) 
    begin 
        rx_valid<= 1'b0;
        aa <= 1;
        en <= 1'b1; 
    end 
    else if (en) 
    begin 
        if (aa < 47) 
        begin 
            aa <= aa + 1'b1;
            rx_valid <= 1'b0;
        end 
        else 
        begin
            aa <= 0;
            en <= 1'b0;
            rx_valid <= 1'b1; 
        end 
    end 
    else 
    begin 
        en <= 1'b0;
        aa <= 0;
        rx_valid <= 1'b0;
    end
end
always @(negedge SD_clk or posedge rst_n) 
begin 
    if (rst_n) 
    begin 
        counter <= 0;
        reset <= 1'b1;
    end 
    else 
    begin 
        if (counter < 10'd1023) 
        begin 
            counter <= counter + 1'b1;
            reset <= 1'b1;
        end 
        else 
        begin 
            reset <= 1'b0;
        end 
    end 
end
always @(negedge SD_clk) 
begin 
    if (reset == 1'b1) 
    begin 
        if (counter < 512) 
        begin 
            SD_cs <= 1'b0; 
            SD_datain <= 1'b1;
            init_o <= 1'b0;
            state <= idle;
        end 
        else 
        begin 
            SD_cs <= 1'b1; 
            SD_datain <= 1'b1;
            init_o <= 1'b0;
            state <= idle;
        end 
    end 
    else 
    begin 
        case (state)
        idle : 
        begin 
            init_o <= 1'b0;
            CMD <= CMD0; 
            SD_cs <= 1'b1;
            SD_datain <= 1'b1;
            state <= send_cmd0;
            cnt <= 0;
        end 
        send_cmd0 : 
        begin 
            if (CMD != 48'd0) 
            begin 
                SD_cs = 1'b0;
                SD_datain = CMD[47]; 
                CMD = {CMD [46:0], 1'b0};
            end 
            else 
            begin 
                SD_cs <= 1'b0;
                SD_datain <= 1'b1;
                state <= wait_01;
            end 
        end 
        wait_01 : 
        begin 
            if (rx_valid && rx [47:40] == 8'h1) 
            begin 
                SD_cs <= 1'b1;
                SD_datain <= 1'b1;
                state <= waitb;
            end 
            else if (rx_valid && rx [47:40] != 8'h1) 
            begin 
                SD_cs <= 1'b1;
                SD_datain <= 1'b1;
                state <= idle;
            end 
            else 
            begin 
                SD_cs <= 1'b0;
                SD_datain <= 1'b1;
                state <= wait_01;
            end 
        end 
        waitb : 
        begin 
            if (cnt < 10'd1023) 
            begin 
                SD_cs <= 1'b1;
                SD_datain <= 1'b1;
                state <= waitb;
                cnt <= cnt + 1'b1;
            end 
            else 
            begin 
                SD_cs <= 1'b1;
                SD_datain <= 1'b1;
                CMD8={8'h48,8'h00,8'h00,8'h01,8'haa,8'h87};
                CMD = CMD8; 
                cnt <= 0;
                state <= send_cmd8;
            end 
        end 
        send_cmd8 : 
        begin 
            if (CMD != 48'd0) 
            begin 
                SD_cs <= 1'b0;
                SD_datain = CMD[47];
                CMD = {CMD [46:0], 1'b0};
            end 
            else 
            begin 
                SD_cs <= 1'b0;
                SD_datain <= 1'b1;
                state <= waita;
            end 
        end 
        waita : 
        begin 
            SD_cs <= 1'b0;
            SD_datain <= 1'b1;
            if (rx_valid && rx [47:40] == 8'b0001)
            begin 
                state <= send_cmd55;
                CMD55 <= {8'h77, 8'h00, 8'h00, 8'h00, 8'h00, 8'hff};  
                ACMD41 <= {8'h69, 8'h40, 8'h00, 8'h00, 8'h00, 8'hff}; 
            end 
            else if (rx_valid && rx [47:40] != 8'b0001) 
            begin 
                state <= init_fail;
            end 
        end 
        send_cmd55 : 
        begin 
            if (CMD55 != 48'd0) 
            begin  
                SD_cs <= 1'b0;                
                SD_datain = CMD55[47];
                CMD55 = {CMD55 [46:0], 1'b0};
                end else begin 
                SD_cs <= 1'b0;
                SD_datain <= 1'b1;
                if (rx_valid && rx [47:40] == 8'h01) 
                    state <= send_acmd41;
                else
                begin 
                    if (cnt < 10'd127) 
                        cnt <= cnt + 1'b1;
                    else 
                    begin 
                        cnt <= 10'd0;
                        state <= init_fail;
                    end 
                end 
            end 
        end 
        send_acmd41 : 
        begin 
            if (ACMD41 != 48'd0) 
            begin 
                SD_cs <= 1'b0;
                SD_datain = ACMD41[47];
                ACMD41 = {ACMD41 [46:0], 1'b0};
            end else begin 
                SD_cs <= 1'b0;
                SD_datain <= 1'b1;
                ACMD41 <= 48'd0;
                if (rx_valid && rx [47:40] == 8'h00) 
                    state <= init_done;
                else
                begin 
                    if (cnt < 10'd127) 
                        cnt <= cnt + 1'b1;
                    else 
                    begin 
                        cnt <= 10'd0;
                        state <= init_fail;
                    end 
                end 
            end 
        end 
        init_done : 
        begin 
            init_o <= 1'b1;
            SD_cs <= 1'b1;
            SD_datain <= 1'b1;
            cnt <= 0;
        end 
        init_fail : 
        begin 
            init_o <= 1'b0;
            SD_cs <= 1'b1;
            SD_datain <= 1'b1;
            cnt <= 0;
            state <= waitb;
        end 
        default : 
        begin 
            state <= idle;
            SD_cs <= 1'b1;
            SD_datain <= 1'b1;
            init_o <= 1'b0;
        end   
    endcase 
    end 
end 
endmodule
`timescale 1ns / 1ps
module SD_read(
     input SD_clk,       
     output reg SD_cs,       
     output reg SD_datain,       
     input  SD_dataout,               
     input [31:0] sec,              
     input read_req,              
     output reg [7:0]mydata_o,                            
     output reg myvalid_o,             
     output reg data_come,                     
     input init,                   
     output reg [3:0] mystate,       
     output reg read_o   
     );
     reg [7:0] rx;
     reg en;
     reg rx_valid;
     reg [5:0] count;
     reg [21:0] cnt;
     reg myen;
     reg read_finish;
     reg read_start;
     reg [7:0] mydata;
     reg [1:0] read_step;
     reg [9:0] read_cnt;
     reg [47:0] CMD17; 
     reg [2:0] cnta, cntb;
     parameter idle = 4'd0;
     parameter read = 4'd1;
     parameter read_wait = 4'd2;
     parameter read_data = 4'd3;
     parameter read_done = 4'd4; 
     always @(posedge SD_clk)
     begin  
        rx[0]<=SD_dataout;  
        rx[7:1]<=rx[6:0]; 
     end
     always @(posedge SD_clk) 
     begin 
         if (!SD_dataout && !en) 
         begin 
             rx_valid <= 1'b0;
             count <= 1;
             en <= 1'b1;
         end    
         else if(en) 
         begin    
             if(count<7) 
             begin    
                count<=count+1'b1;    
                rx_valid<=1'b0;   
            end   
            else 
            begin    
                count<=0;   
                en<=1'b0;   
                rx_valid<=1'b1;  
            end  
        end  
        else 
        begin 
             en<=1'b0;
             count<=0;
             rx_valid<=1'b0;
         end
        end 
     always @(negedge SD_clk) 
     if (!init) 
     begin 
         mystate <= idle;
         CMD17 <= {8'h51, 8'h00, 8'h00, 8'h00, 8'h00, 8'hff};
         read_start <= 1'b0;
         read_o <= 1'b0;
         SD_cs <= 1'b1;
         SD_datain <= 1'b1;
     end
     else 
     begin 
        case (mystate)
        idle : 
        begin 
            read_start <= 1'b0;
            SD_cs <= 1'b1;
            SD_datain <= 1'b1;
            cnt <= 22'd0;
            if (read_req) 
            begin 
                mystate <= read;
                read_o <= 1'b0;
                CMD17 <= {8'h51, sec [31:24], sec [23:16], sec [15:8], sec [7:0], 8'hff}; 
            end 
            else 
                mystate <= idle;
        end
        read : 
        begin 
            read_start <= 1'b0;
            if (CMD17 != 48'd0)
            begin 
                SD_cs <= 1'b0;
                SD_datain <= CMD17[47];
                CMD17 <= {CMD17 [46:0], 1'b0}; 
                myen <= 1'b0;
                cnt <= 22'd0;
            end 
            else 
            begin 
                if (rx_valid) 
                begin 
                    cnt <= 0;
                    mystate <= read_wait;
                end 
            end 
        end
        read_wait : 
        begin 
            if (read_finish) 
            begin 
                mystate <= read_done;
                read_start <= 1'b0;
            end 
            else 
                read_start <= 1'b1;
        end 
        read_done : 
        begin 
            read_start <= 1'b0;
            if (cnt < 22'd15)
            begin 
                SD_cs <= 1'b1;
                SD_datain <= 1'b1;
                cnt <= cnt + 1'b1;
            end 
            else 
            begin 
                cnt <= 0;
                mystate <= idle;
                read_o <= 1'b1;
            end 
        end 
        default : mystate <= 0;
        endcase 
        end
     always @(posedge SD_clk) 
     begin
        if(!init)
        begin 
            myvalid_o <= 1'b0;
            mydata_o <= 0;
            mydata <= 0;
            read_step <= 2'b00;
            read_finish <= 1'b0;
            data_come <= 1'b0;
        end
        else 
        begin 
            case (read_step)
            2'b00 : 
            begin 
                cntb <= 0;
                read_cnt <= 0;
                read_finish <= 1'b0;
                if ((read_start == 1'b1) & (!SD_dataout))
                begin 
                    read_step <= 2'b01;
                    data_come <= 1'b1;
                end 
                else 
                    read_step <= 2'b00;
            end 
            2'b01 :
            begin 
                if (read_cnt < 512) 
                begin 
                    if (cntb < 7) 
                    begin 
                        myvalid_o <= 1'b0;
                        mydata <= {mydata [6:0], SD_dataout}; 
                        cntb <= cntb + 1'b1;
                        data_come <= 1'b0;
                    end 
                    else 
                    begin 
                        myvalid_o <= 1'b1;       
                        mydata_o <= {mydata [6:0], SD_dataout}; 
                        cntb <= 0; 
                        read_cnt <= read_cnt + 1'b1;
                        data_come <= 1'b0;
                    end 
                end 
                else 
                begin 
                    read_finish <= 1'b1;
                    read_step <= 2'b00;
                    myvalid_o <= 1'b0;
                    data_come <= 1'b0;
                end 
            end 
            default : read_step <= 2'b00;
        endcase
        end
        end 
endmodule 
`timescale 1ns / 1ps
module initsd(
    input reset, 
    input sd_clk, 
    input sdDataBack, 
    output sdCs, 
    output sd_Data_IR, 
    output initialized,
    output [47:0] commandBack
    );
    wire [3:0] state;
    SD_init uut(
    .rst_n(reset), 
    .SD_clk(sd_clk), 
    .SD_cs(sdCs), 
    .SD_datain(sd_Data_IR), 
   .SD_dataout(sdDataBack),
   .rx(commandBack),  
    .init_o(initialized), 
    .state(state));
endmodule
`timescale 1ns / 1ps
module readsd(
     input sd_clk,              
     output sd_Data_IR,             
     input init,                   
     input [31:0] sec,             
     input read_req,               
     output [7:0]DateOut,      
     output valid,           
     output sdCs,  
     output  data_signal,      
     input  sdDateBack,                               
     output [3:0] state,       
     output read_complete 
    );    
SD_read uut(
    .SD_clk(sd_clk),       
    .SD_cs(sdCs),       
    .SD_datain(sd_Data_IR),       
    .SD_dataout(sdDateBack),             
    .sec(sec),             
    .read_req(read_req),               
    .mydata_o(DateOut),     
    .myvalid_o(valid),         
    .data_come(data_signal),         
    .init(init),                    
    .mystate(state),       
    .read_o(read_complete)  
);
endmodule
`timescale 1ns / 1ps
module sdControl(
    input [31:0]addr,
    input read_req,
    input reset,
    input clock,
    output sd_clk,
    input sdDataBack,
    output sd_Data_IR,
    output sdCs,
    output initialized,
    output read_complete,
    output [31:0]sd_out
    );
top1 uut(
    .addr(addr),
    .read_req(read_req),
    .reset(reset),
    .clock(clock),
    .sd_clk(sd_clk),
    .sdDataBack(sdDataBack),
    .sd_Data_IR(sd_Data_IR),
    .sdCs(sdCs),
    .initialized(initialized),
    .read_complete(read_complete),
    .sd_out(sd_out)
);
endmodule
`timescale 1ns / 1ps
module top1(
    input [31:0]addr,
    input read_req,
    input reset,
    input clock,
    output sd_clk,
    input sdDataBack,
    output sd_Data_IR,
    output sdCs,
    output initialized,
    output read_complete,
    output [31:0]sd_out
);
reg [31:0] counter = 32'd0;
always @(posedge clock) begin
    counter <= counter + 1'b1;
end
assign sd_clk = counter[7];
wire [3:0] state;
wire [47:0] commandBack;
wire [47:0] commandSend;
wire sdCs1;
wire sd_Data_IR1;
initsd init (
    .reset(reset),
    .sd_clk(sd_clk),
    .sdDataBack(sdDataBack),  
    .sdCs(sdCs1),  
    .sd_Data_IR(sd_Data_IR1),  
    .initialized(initialized),
    .commandBack(commandBack)
);
wire valid;
wire sd_Data_IR2;
wire [7:0]dataOut;
wire sdCs2;
wire data_signal;
reg  [31:0]sec = 16640 ;
readsd read(
    .sd_clk(sd_clk),              
    .sd_Data_IR(sd_Data_IR2),                           
    .init(initialized),               
    .sec(sec), 
    .read_req(read_req),
    .DateOut(dataOut),      
    .valid(valid),                                  
    .sdCs(sdCs2),  
    .data_signal(data_signal),
    .sdDateBack(sdDataBack),                          
    .state(state),       
    .read_complete(read_complete)
);
reg [7:0]data[0:10];
reg [31:0] addrCount;
assign sd_out = data[addr[15:2]];
always @(posedge sd_clk) begin
if(addrCount <= 10) begin
    if(valid)begin
        data[addrCount] <= dataOut;
        addrCount <= addrCount + 1;
    end
end
end
assign sd_Data_IR = initialized ? sd_Data_IR2 :sd_Data_IR1;
assign sdCs = initialized ? sdCs2 : sdCs1;
endmodule

==> out/qor.yml <==
status:
  status: "complete, no violations"
global_route:
  grt_max_degree: 104
  grt_pass1_vias: 9558
  groute.usage.overall: 0.163
  grt_pass1_wl_um: 47700
  grt.overflow.total: 0
  antenna_found_initial: 1
setup_path:
  critical_path_required_ns: 16.32
  worstReg2RegEnd: "uut.counter[6]$_DFF_P_"
  startpoint_type: "input pin"
  r2r-start: "uut.counter[0]$_DFF_P_"
  r2r.worst_path.cells: 4
  path_max_fanout: 16
  arrival_ns: 6.42
  critical_path.endpoint_type: "output port"
  critPathKind: "input pin to output port"
  reg2reg_slack_ns: 19.25
drt:
  drc: 0
  wl_per_cell_um: 15.5
  vias_per_cell: 5.32
  wl_met3_um: 1090
  dr_total_vias: 9948
  drt_iter0_drc: 565
  routed_wirelength_um: 28900
  firstDrtPassIters: 4
  maxUsedRoutingLayer: "met4"
  wl_met2_um: 12900
  ant_nets: 0
  drt-met1-wl_um: 14900
min_path:
  min_to: "uut.counter[0]$_DFF_P_"
  min_path_type: "flip-flop to flip-flop"
  hp-start: "uut.counter[0]$_DFF_P_"
  hold_depth: 1
sta:
  fmax_mhz: 95.2
  finalSetupViolations: 0
  untimed_endpoints: 765
  clock_skew_ns: 0.00429
  drv_slew: 0
  unclocked_regs: 472
  slew_headroom: 0.433
  worst_pin_slew_ns: 0.847
  period_needed_ns: 10.50
  hold_viol: 0
  period_used_share: 0.515
  fin_tns_setup_ns: 0
  rsz0062_at_grt: "false"
layout:
  drive_above_1_share: 0.0514
  syn2layout_area_growth_pct: 4.14
  final_area_sq_um: 19600
  utilization: 0.532
  final_cells: 1869
clocking:
  clk_path_buf_depth: 2
  cts-root-buf: "clkbuf_16"
  holdBufCountCts: 0
  clkLatencyLatePin_ns: 0.23
  cts_tree: "yes"
  numCtsBuffers: 3
  cts_resized: 0
  clkTransAtPathRegs_ns: 0.03
  cts_setup_buffers: 0
  cts_htree_levels: 1
die:
  fp_util: 0.511
  dieArea_sq_um: 38300
  core.rowCount: 70
  die_y_um: 196
  coreArea_sq_um: 36800
  dieWidth_um: 196
  ioPinCount: 73
yosys:
  edf_count: 309
  synth_chip_area_sq_um: 18800
  ys_cells: 1397
  synth_area_per_cell_sq_um: 13.4
  topCellsByArea: "edfxtp_1, dfxtp_1, and2_1, mux4_2, mux2i_1"
  yosysTopAreaCellShare: 0.494
  synth.yosys.seq_area_share: 0.679
  yosys_warnings: 3
  largest_area_cell: "edfxtp_1"
  synthCells: 1397
  post_synth_num_cell_types: 62
  ys_seq_elements: 480
  netlist_area_sq_um: 18800
  async_flop_share: 0.0229
  ys.flop_type: "edfxtp_1"
power:
  p_per_area_nw_per_um2: 3.16
  p_total_uw: 61.8
  max-vdd-ir-drop_v: 0.0000234
  power_leakage_nw: 6.02
place:
  numPortBuffers: 20
  dpl_cell_area_sq_um: 19500
  gp_congestion: 0.822
  place_hpwl_um: 19000
  placedCellCount: 1864
flow_run:
  openroad.warnings: 59
  max_cap_violations: 0
-- state kept, by name, indices dropped and copies added, names as in the netlist, 2 cells and up --
register,flops
uut.addrCount,32
uut.counter,8
uut.data,88
uut.init.uut.ACMD41,48
uut.init.uut.CMD,48
uut.init.uut.CMD55,48
uut.init.uut.aa,6
uut.init.uut.cnt,10
uut.init.uut.counter,10
uut.init.uut.rx,48
uut.init.uut.state,10
uut.read.uut.CMD17,48
uut.read.uut.cnt,22
uut.read.uut.cntb,3
uut.read.uut.count,6
uut.read.uut.mydata,7
uut.read.uut.mydata_o,8
uut.read.uut.mystate,4
uut.read.uut.read_cnt,10
uut.read.uut.read_step,2
-- worst max-delay path by stage --
stage / endpoint / slack (ns) / startpoint / cells after the start
4_1_cts: sd_out[4] / 9.88 / addr[4] / 4
6_report: sd_out[3] / 9.90 / addr[4] / 4
5_1_grt: sd_out[4] / 9.78 / addr[4] / 4
-- final cells by class --
| cell class | count | area [sq um] |
|---|---|---|
| Antenna cell | 1 | 2.50 |
| Clock buffer | 4 | 78.8 |
| Fill cell | 2986 | 17200 |
| Inverter | 23 | 91.3 |
| Multi-Input combinational cell | 855 | 5700 |
| Sequential cell | 480 | 12800 |
| Tap cell | 468 | 586 |
| Timing Repair Buffer | 38 | 335 |
-- Yosys cell counts (3+ instances only) --
master,count
mux2_2,11
nor3_1,13
nor4_1,70
or2_2,3
nand4_1,30
a2111oi_0,3
nand2b_1,32
or3_1,7
dfxtp_1,160
nor2b_1,25
mux4_2,24
o21ai_1,10
xor2_1,23
mux2i_1,53
and2_1,129
nand2_1,122
buf_2,7
nand3_1,30
a31oi_1,7
o21ai_0,12
xnor2_1,43
buf_1,3
a21boi_0,5
a21oi_1,25
buf_4,24
or4_1,3
and3_1,18
clkbuf_1,44
buf_6,4
ha_1,12
dfrtn_1,10
edfxtp_1,309
nor2_1,59
and4_1,6
inv_1,21
-- critical path, stage by stage --
cell             delay (ns)
clkdlybuf4s50_1        1.02
mux4_2                 0.42
mux4_2                 0.48
clkdlybuf4s50_1        0.42
-- per-stage QoR --
| step | setup slack [ns] | hold slack (ns) |
|---|---|---|
| 2_1_floorplan | 10.68 | 0.379 |
| 3_3_place_gp | 9.93 | 0.394 |
| 3_5_place_dp | 9.88 | 0.404 |
| 4_1_cts | 9.88 | 0.415 |
| 5_1_grt | 9.78 | 0.436 |
| 6_report | 9.90 | 0.419 |
-- power breakdown --
group          internal (mW)  switching, mW
sequential            0.0163              0
combinational        0.00530        0.00710
clock                 0.0260        0.00713
-- cell families (layout without fill, tap and decap cells) --
| group | after synthesis | in the layout | share of synthesized area |
|---|---|---|---|
| simple gates | 561 | 561 | 0.163 |
| flops | 480 | 480 | 0.679 |
| buf+inv | 105 | 65 | 0.0278 |
| mux | 88 | 88 | 0.0636 |
| compound gates | 84 | 84 | 0.0276 |
| xor+xnor | 66 | 66 | 0.0308 |
| fa+ha+maj | 12 | 12 | 0.00799 |
| other cells | 1 | 45 | 0.000200 |
-- layer usage --
layer,vias to the layer above,track usage
li1,4973,-
met1,4824,0.312
met2,145,0.234
met3,6,0.0288
met4,0,0.00434
met5,-,0
-- layout by cell type (no fill, tap or decap), types with 3 or more instances in the layout --
master           Yosys  final
mux2_2              11     11
a21boi_0             5      4
or2_2                3      3
and4_1               6      6
or3_1                7      7
nor2b_1             25     25
nand2b_1            32     32
conb_1               1     44
nand2_1            122    122
nor2_1              59     59
edfxtp_1           309    309
nand3_1             30     30
o21ai_0             12     12
ha_1                12     12
nor3_1              13     12
a21oi_1             25     24
clkbuf_16            0      3
nor4_1              70     70
or4_1                3      3
buf_4               24     18
xnor2_1             43     43
and3_1              18     18
and2_1             129    129
o21ai_1             10     10
inv_1               21     20
xor2_1              23     23
dfxtp_1            160    158
a31oi_1              7      7
mux4_2              24     24
nand4_1             30     30
dfrtn_1             10     10
mux2i_1             53     53
clkdlybuf4s50_1      0     20
Power and IR drop assume default switching activity.
