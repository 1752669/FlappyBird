$ cat flow/design.v
`timescale 1ns / 1ps
module Dmem_ena(
    input [31:0]addr,
    input we,
    output ena
    );
assign ena = (we == 1'b1 & addr[31:28] == 4'b0);
endmodule
`timescale 1ns / 1ps
module dmem(
input clk,
input wena,
input [31:0] raddr,
input [31:0] waddr,
input [31:0] wdata,
input [2:0]choose,
output reg  [31:0] data_out
    );
reg [7:0]memory[255:0];
parameter LB=0;
parameter LBU=1;
parameter LH=2;
parameter LHU=3;
parameter LW=4;
parameter SB=5;
parameter SW=6;
parameter SH=7;
wire enaout;
Dmem_ena  ena1 (.addr(waddr),.we(wena),.ena(enaout));
    always@(posedge clk)
        begin
          if(enaout)
       case(choose)
           SB:{memory[waddr]}<=wdata[7:0];
           SW:{memory[waddr],memory[waddr+1],memory[waddr+2],memory[waddr+3]}<=wdata;
           SH:{memory[waddr],memory[waddr+1]}<=wdata[15:0];
endcase
end
      always @(*)
      begin
       case(choose)
           LB: data_out={{24{memory[raddr][7]}},memory[raddr]};
           LBU: data_out={24'b0,memory[raddr]};
           LH: data_out={{16{memory[raddr][7]}},memory[raddr],memory[raddr+1]};
           LHU: data_out={16'b0,memory[raddr],memory[raddr+1]};
           LW: data_out={memory[raddr],memory[raddr+1],memory[raddr+2],memory[raddr+3]};
endcase
end
endmodule
$ cat flow/constraint.sdc
current_design dmem

set clk_period 39.3
set clk_io_pct 0.2

create_clock -name clk0 -period $clk_period [get_ports {clk}]

set non_clock_inputs [all_inputs -no_clocks]
set_input_delay [expr $clk_period * $clk_io_pct] -clock clk0 $non_clock_inputs
set_output_delay [expr $clk_period * $clk_io_pct] -clock clk0 [all_outputs]
$ cat flow/config.mk
export PLATFORM = sky130hd
export DESIGN_NAME = dmem
export DESIGN_NICKNAME = dmem
export VERILOG_FILES = /design/flow/design.v
export SDC_FILE = /design/flow/constraint.sdc
export NUM_CORES = 4
export LEC_CHECK = 1
export CORE_UTILIZATION = 30
$ cat flow/run.sh
#!/bin/bash
# OpenROAD 26Q1-2900-gdf79404cd8, Yosys 0.63+post, stock flow scripts
make -C /OpenROAD-flow-scripts/flow DESIGN_CONFIG=/design/flow/config.mk WORK_HOME=/design/flow/orfs finish
==> run summary <==
result of the run = complete, no violations
number of unconstrained endpoints = 64
final routed wire length divided by cell count = 53.7 µm
overall track demand over capacity in global routing = 46.9%
WP depth = 15
count of warning messages emitted by the tools = 96
measured slew at the worst slew-check pin = 1360 ps
cell area reported after detailed placement = 0.214 mm²
cell family with the largest share of critical-path delay = buffers and inverters
biggest fanout along the worst timing path = 33
number of design rule violations left after detail routing = 0
number of register pins that no clock reaches = 32
setup repair after global routing missed its margin = no
sort of element at the start of the critical path = primary input
number of buffers inserted by port buffering = 88
area figure in the yosys stat output = 0.201 mm²
final-layout fill cell count = 66,522
start-to-end type of the worst setup path = in -> reg
final std cell area, no fill = 0.225 mm²
Pwr per Cell Area = 32.1 mW/mm²
Reg clk slew, reported paths = 60 ps
DP HPWL = 1,080,000 µm
buffers from clock root to sink, at most = 4
global-route wire length before repair = 1,970,000 µm
placed cells = 27,701
Core Density at Floorplan = 30.1%
TritonCTS clock tree = built
Hold Path Class = in -> reg
Crit. End Element = register
post-CTS setup-driven buffer insertion count = 0
layout cell share with drive strength beyond 1 = 22.4%
final instance count without filler cells = 28,674
setup slack after placement = 25,090 ps
Max-Slew Margin vs Limit = 9.38%
achievable frequency = 0.0748 GHz
Distinct lib cells used = 89
Slowest cell on crit path = sky130_fd_sc_hd__nor4_4
aggregate global routing overflow = 0
Vias = 206,506
count of endpoints failing setup in the final report = 0
post-synth tally of flip-flops with integrated enable = 2,048
Max Slew Vio Count = 0
Synthesis Warnings = 1
CTS Root Buffer Type = sky130_fd_sc_hd__clkbuf_16
ys flops = 2,080
Hold Fails Final Rpt = 0
post-synthesis cell type with the largest combined area = sky130_fd_sc_hd__edfxtp_1
cell-by-cell trace of the critical path = clkdlybuf4s50_1, nor4_4, nand4_4, buf_4, buf_4, nand2_1, o21a_4, buf_4, buf_4, buf_4, buf_4, a21oi_1, a21oi_1, a211o_1, o21ai_0
number of standard-cell rows in the floorplan = 300
area of the core = 0.667 mm²
worst-case vdd ir drop = 0.0312 mV
aggregate negative setup slack = 0 ps
post-synthesis cell type with the largest instance count = sky130_fd_sc_hd__mux4_2
number of buffers and inverters on the critical path = 7
Main area contributors = sky130_fd_sc_hd__edfxtp_1 (31%), sky130_fd_sc_hd__mux4_2 (24%), sky130_fd_sc_hd__mux2i_1 (7.2%)
Antenna Violating Nets Remaining = 0
number of global-route vias before repair = 190,482
largest net degree at the start of global routing = 112
growth of design area from synthesis to finish = 11.8%
Tmin final = 13,370 ps
area of the mapped netlist = 0.201 mm²
number of gates given a new drive strength after cts = 0
static leakage power = 78.7 nW
placer's final routability congestion estimate = 1.10
1st-iter DRT viols = 27,287
first-pass iteration count of the detailed router = 10
Final Worst Setup Slack = 25,930 ps
leading post-synthesis cells by instance count = sky130_fd_sc_hd__mux4_2 (2,133), sky130_fd_sc_hd__nor2_1 (2,085), sky130_fd_sc_hd__o21ai_0 (2,067)
area enclosed by the die boundary = 0.673 mm²
Worst Hold Path Cells = 3
max-cap violations = 0
Critical Path Source = waddr[29]
Synth Instances = 19,825
sum of internal, switching and leakage power = 7.20 mW
level count of the clock H-tree = 5
horizontal extent of the die = 820 µm
Slowest Stage Delay on Critical Path = 810 ps
antenna violations before repair = 293
endpoint of the worst setup timing path = memory[102][3]$_DFFE_PP_
Max-area cell share = 30.6%
fraction of registers with async set or reset after synthesis = 0%
per-instance average area after synthesis = 10.1 µm²
Boundary Pins = 133
per-cell via count in the routed design = 7.20
Post-CTS Hold Buffers = 0
Req. time, crit path = 40,050 ps
arrival time of data at the critical path endpoint = 14,120 ps
cells in synth_stat.txt = 19,825
final period utilization = 34.0%
Most common reg cell = sky130_fd_sc_hd__edfxtp_1
Total Routed Length = 1,540,000 µm
number of clock buffers inserted by TritonCTS = 287
most common cell type on the critical path = sky130_fd_sc_hd__buf_4
overall die height = 820 µm
## worst min-delay path: cells and delay by family
kind | cells | cell delay, ps
buffers and inverters | 1 | 220
AOI/OAI and AO/OA | 2 | 210
## layout by cell type (no fill, tap or decap), drive strengths merged, types with 32 or more instances in the layout
cell type	count
nand2	1874
clkbuf	336
a211o	1205
clkdlybuf4s50	63
o2111ai	131
a32oi	84
o31ai	223
buf	1396
edfxtp	2048
clkinv	123
o211ai	917
dlxtn	32
a221o	51
a221oi	128
nand4	156
a21o	35
a211oi	181
diode	454
a21oi	839
a22oi	115
a31oi	36
nor2	2129
mux2i	1441
nand3	847
mux4	2133
nor4	115
bufinv	32
o21ai	2111
nor3	146
## kinds of logic (layout without fill, tap and decap cells)
logic type	after synthesis	in the layout	synth area share, %
other	0	454	0
AND/OR/NAND/NOR	5391	5391	11.5
XOR/XNOR	43	43	0.219
adder cells (fa/ha/maj)	6	6	0.0374
buffers and inverters	2503	1989	5.53
multiplexers	3600	3600	31.3
latches	32	32	0.239
AND-OR/OR-AND	6202	6202	20.6
flip-flops	2048	2048	30.6
## metal layers
metal / global-route usage [%] / part of all wire [%] / vias up
li1: - / - / 78274
met1: 52.8 / 33 / 103804
met2: 58.5 / 39 / 19213
met3: 35.5 / 18 / 4992
met4: 36.3 / 9.7 / 223
met5: 9.10 / 0.39 / -
## flip-flops by register name, summed over array words and instances (netlist names)
register and flops:
data_out 32, memory 2048
## how the worst min path moves through the flow
stage     slack (ps)     start                      end
4_1_cts         7270  wdata[8]   memory[8][0]$_DFFE_PP_
5_1_grt         7370  wdata[8]  memory[10][0]$_DFFE_PP_
6_report        7320  wdata[8]  memory[10][0]$_DFFE_PP_
## area by class of cell
cell class	instances	area, µm²	share of cell area (%)
multi-input cells	15242	129000	57.5
clock inverters	182	2130	0.948
clock buffers	336	7390	3.29
flip-flops and latches	2080	62000	27.6
repair buffers	1459	11500	5.12
well taps	8909	11100	4.96
diodes	454	1140	0.506
inverters	12	57.6	0.0256
## power breakdown
group | total, mW | leakage (nW) | internal (mW) | switching (mW)
clock | 2.81 | 4.62 | 1.57 | 1.24
combinational | 1.97 | 55.4 | 0.579 | 1.40
sequential | 2.41 | 18.6 | 2.41 | 0.00327
total | 7.20 | 78.7 | 4.56 | 2.64
## metrics by stage
| stage | hold WS [ps] | utilization [%] |
|---|---|---|
| 5_1_grt | 7370 | 33.6 |
| 2_1_floorplan | 8450 | - |
| 3_3_place_gp | 8390 | 32.1 |
| 3_5_place_dp | 8400 | 32.1 |
| 4_1_cts | 7270 | 33.5 |
| 6_report | 7320 | 33.7 |
Power and IR drop assume default switching activity.
